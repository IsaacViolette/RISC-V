File: /design/flow/config.mk
export PLATFORM = sky130hd
export DESIGN_NAME = ALU
export DESIGN_NICKNAME = ALU
export VERILOG_FILES = /design/flow/design.v
export SDC_FILE = /design/flow/constraint.sdc
export NUM_CORES = 4
export LEC_CHECK = 1
export CORE_UTILIZATION = 50
File: /design/flow/constraint.sdc
current_design ALU

set clk_period 10.8
set clk_io_pct 0.2

create_clock -name clk0 -period $clk_period

set non_clock_inputs [all_inputs -no_clocks]
set_input_delay [expr $clk_period * $clk_io_pct] -clock clk0 $non_clock_inputs
set_output_delay [expr $clk_period * $clk_io_pct] -clock clk0 [all_outputs]
File: /design/flow/design.v
module ALU(
	input wire clock,
	input wire [31:0]rs1,
	input wire [31:0]rs2,
	input wire [6:0]opcode,
	input wire [3:0]funct,
	input wire [31:0]pc,
	output reg zero,
	output reg [31:0]rd
);
	reg [31:0]sub;
	always @(rs1,rs2,opcode,funct) begin
	sub = rs1-rs2;
	zero = 0;
		case(opcode)
			7'b0110011 : begin
							if(funct[2:0] == 3'b000) begin	
								if(funct[3] == 1'b0) begin		 
									rd <= rs1 + rs2;
								end else if(funct[3] == 1'b1) begin  
									rd <= rs1 - rs2;
								end
							end else if(funct[2:0] == 3'b100) begin 		 
								rd <= rs1 ^ rs2;
							end else if(funct[2:0] == 3'b110) begin   		 
								rd <= rs1 | rs2;
							end else if(funct[2:0] == 3'b111) begin 		 
								rd <= rs1 & rs2;
							end else if(funct[2:0] == 3'b001) begin 		 
								rd <= rs1 << rs2;
							end else if(funct[2:0] == 3'b101) begin
								if(funct[3] == 1'b0) begin 		 
									rd <= rs1 >> rs2;
								end else if(funct[3] == 1'b1) begin  
									rd <= rs1 >>> rs2;
								end
							end else if (funct[2:0] == 3'b010) begin 	 
								if (rs1[31] != rs2[31]) begin
										rd  <= rs1[31] ? 1'b1 : 1'b0;
								 end else begin
										rd  <= sub[31] ? 1'b1 : 1'b0; 
								 end 
							end else if(funct[2:0] == 3'b011) begin 		 
								rd <= (rs1<rs2)?1:0;
							end
							end
			7'b0010011 : begin
							if(funct[2:0] == 3'b000) begin			 
									rd <= rs1 + rs2;
							end else if(funct[2:0] == 3'b100) begin 		 
								rd <= rs1 ^ rs2;
							end else if(funct[2:0] == 3'b110) begin   		 
								rd <= rs1 | rs2;
							end else if(funct[2:0] == 3'b111) begin 		 
								rd <= rs1 & rs2;
							end else if(funct[2:0] == 3'b001) begin 		 
								rd <= rs1 << rs2[4:0];
							end else if(funct[2:0] == 3'b101) begin 
								if(rs2[11:5] == 1'b0) begin
									rd <= rs1 >> rs2[4:0];
								end else if(rs2[11:5] == 1'b1) begin 	
									rd <= rs1 >>> rs2[4:0];
								end
							end else if (funct[2:0] == 3'b010) begin 	 
								 if (rs1[31] != rs2[31]) begin
										rd  <= rs1[31] ? 1'b1 : 1'b0;
								 end else begin
										rd  <= sub[31] ? 1'b1 : 1'b0; 
									  end 
							end else if(funct[2:0] == 3'b011) begin 		 
								rd <= (rs1<rs2)?1:0;
							end
							 end
			7'b0000011 : begin
									rd <= (rs1/4) + (rs2/4);
							 end
			7'b0100011 : begin
									rd <= (rs1/4) + (rs2/4);
							 end
			7'b0010111 : begin
									rd <= pc + rs2;
							 end
			7'b1100011 : begin
									if ((funct[2:0] == 3'b000) && (rs1 == rs2)) begin  
										zero <= 1;
									end
									else if ((funct[2:0] == 3'b001) && (rs1 != rs2)) begin  
										zero <= 1;
									end
									else if (funct[2:0] == 3'b100) begin  
										if (rs1[31] != rs2[31]) begin
											zero  <= rs1[31] ? 1'b1 : 1'b0;
										end else begin
											zero  <= sub[31] ? 1'b1 : 1'b0; 
										end 
									end
									else if (funct[2:0] == 3'b101) begin  
										if (rs1 == rs2) begin
											zero = 1;
										end
										else if (rs1[31] != rs2[31]) begin
											zero  <= rs1[31] ? 1'b0 : 1'b1;
										end else begin
											zero  <= sub[31] ? 1'b0 : 1'b1; 
										end 
									end
									else if ((funct[2:0] == 3'b110) && (rs1 < rs2)) begin  
										zero <= 1;
									end
									else if ((funct[2:0] == 3'b111) && (rs1 >= rs2)) begin  
										zero <= 1;
									end
							 end
		7'b1101111 : begin
								rd = pc + 4;
								zero = 1;
						 end
		7'b1100111 : begin
								rd = pc + 4;
								zero = 1;
						 end
		7'b0110111 : begin
								rd = rs2;
						 end
		endcase
	end
endmodule
File: /design/flow/run.sh
#!/bin/bash
# OpenROAD 26Q1-2900-gdf79404cd8, Yosys 0.63+post, stock flow scripts
make -C /OpenROAD-flow-scripts/flow DESIGN_CONFIG=/design/flow/config.mk WORK_HOME=/design/flow/orfs finish
==> Changelog: implementation <==
## Implementation

- Max Fclk: between 0.09 and 0.1 GHz
- Mapped cell area: 14700 um2
- Most flop-heavy register: rd
- Die width: ~170 um
- Global-route wire length before repair: roughly 120000 um
- Final slew viol count: 0
- Sw Share: 61.6%
- Register pins left without a clock: 32
- Grt ovf: 0
- Die Y-Extent: 174 um
- Synth Instances: around 2200
- Fin. Hold Viols: 0
- Chip Area, Yosys: 14700 um2
- Core box area: 28900 um2
- RSZ-0062 raised after global routing: false
- Post-DRT Antenna Nets: 0
- DRT iter0 DRCs: ~3000
- DP HPWL: 61100 um
- Yosys warns: 1
- Worst VDD drop: between 0.00006 and 0.00007 V
- Asr flop ratio synth: 0%
- CP Data Required Time: just under 9 ns
- Final WL: between 80000 and 90000 um
- Vias in the first global route: around 17000
- Nature of the critical path startpoint: primary input
- Post-CTS sizing: 0
- Internal: between 0.3 and 0.4 mW
- Slew @ Worst Pin: about 1.1 ns
- Yosys cell types: 84
- Pwr dens: 57.7 nW/um2
- Setup TNS: 0 ns
- # Cells Yosys: about 2200
- Initial antenna violation count: 3
- Worst hold path startpoint: funct[2]
- Fillers: between 2000 and 3000
- Post-synth top area share: between 10% and 20%
- Hold/Removal Path Class: in2out
- Avg Vias per Cell: just over 7
- #FFs+latches synth: 32
- Max cap viols: 0
- Critical path fanouts, max: 11
- Layout Utilization: a little under three fifths
- Minimum clock period: 10.41 ns
- I/O Pins: between 100 and 150
- Endpoints left unconstrained: between 60 and 70
- Placer Congestion: around 1.1
- DRC errors left: 0
- Net switching power: between 0.5 and 0.6 mW
- Ys flop type: dlxtn_1
- Tot Pwr: around 0.95 mW
- WL/cell: 30.6 um
- Largest registers: rd x32
- Max FFs per register: 32
- Critical path class: in2out
- Post-CTS setup buffer count: 0
- Rows: 62
- Die ar.: just over 30000 um2
- Fraction of final layout cells sized beyond drive strength 1: 8.08%
- Via count: between 15000 and 20000
- Crit path DAT: about 8.3 ns
- Status: finished clean
- Final period utilization: between 90% and 100%
- Synth area leaders: ha_1 11%, mux4_2 9.3%, a21oi_1 6.8%
- Hold path cells: 7
- Area grow syn2layout: 12.0%
- Element type at the critical path end: output pin
- Cts-stage hold buffer count: 0
- Count of tool warnings: between 90 and 100
- Lkg Pwr: about 6.4 nW
- Syn_area_per_cell: about 6.8 um2
- Gr usage total: between 50% and 60%
- Post-synth EDFFs: 0
- Worst Hold Path EP: zero
- Yosys top cell by area: ha_1
- Largest net degree at the start of global routing: 68
- Fp_density: 51.1%
- I/O Buffers: ~140
- Pre-Repair DR Iteration Count: 7
- Final setup fails: 0
- Headroom to the max-slew limit: between 20% and 30%
area by class of cell:
cell class              count  area (um2)  area share [%]
flip-flops and latches     32         480            2.91
multi-input cells        1870       13200            79.7
repair buffers            218        1950            11.8
inverters                 119         447            2.70
well taps                 384         480            2.91
diodes                      1        2.50          0.0151
power by group through the flow:
stage	clock, mW	combinational [mW]	sequential, mW
global route	0	0.972	0.0253
CTS	0	0.885	0.0239
routing by layer:
metal	vias up	GRT usage (%)	routed length, um
met2	1654	72.4	31000
met5	-	2.88	135
met4	6	32.6	6680
li1	8323	-	-
met1	8749	69.9	29300
met3	363	23.2	13300
worst max-delay path by stage:
| stage | to | depth (start not counted) | slack (ns) | startpoint |
|---|---|---|---|---|
| after global routing | zero | 21 | 0.06 | rs1[3] |
| final | zero | 21 | 0.39 | rs1[3] |
| after CTS | zero | 21 | 0.49 | rs1[3] |
through the flow:
step	setup slack (ns)	instances	hold slack [ns]	instance area, um2
floorplan	2.36	2179	4.57	14700
global placement	0.513	2623	5.26	16500
detailed placement	0.488	2623	5.27	16500
CTS	0.493	2623	5.27	16500
global route	0.0612	2623	5.38	16500
finish	0.393	2624	5.26	16500
cell usage in the layout (no fill, tap or decap), drive strengths merged, types with 23 or more instances in the layout:
cell / count
a21o: 26
clkdlybuf4s50: 132
a31oi: 38
xor2: 24
a21oi: 202
o211ai: 27
nand2: 225
o21ai: 181
mux2i: 43
a221oi: 49
nor3: 54
a211oi: 40
nand4: 30
nand3: 44
ha: 129
o22ai: 26
xnor2: 97
nor4: 26
dlxtn: 32
o21bai: 26
inv: 113
buf: 86
mux4: 61
nor2: 232
o221ai: 23
cell families after synthesis:
family                     synth area share (%)
AOI/OAI and AO/OA                          35.0
and+or+nand+nor                            22.1
buffers and inverters                      7.68
adders and majority gates                  11.6
xor gates and xnor gates                   7.19
muxes                                      13.2
latches                                    3.26
critical path: stages:
cell             delay [ns]
clkdlybuf4s50_1        0.75
inv_1                  0.15
ha_1                   0.50
nor2_1                 0.13
a2111oi_0              0.42
buf_4                  0.19
nor4b_1                0.04
nor3_1                 0.66
a21oi_1                0.28
a221o_1                0.43
a221oi_1               0.47
o21bai_1               0.11
a21oi_1                0.19
fa_1                   0.30
nor2_1                 0.07
nor2_1                 0.11
o21ai_0                0.07
a2111oi_0              0.36
o31ai_1                0.13
a22oi_1                0.23
clkdlybuf4s50_1        0.49
cell usage after synthesis, drive strengths merged (14+ instances only):
cell type	number
a211oi	40
a21o	26
a21oi	202
a221oi	49
a31oi	38
and2	14
and3	15
buf	49
clkbuf	109
dlxtn	32
ha	129
inv	113
mux2i	43
mux4	61
nand2	225
nand2b	16
nand3	44
nand4	30
nor2	232
nor2b	14
nor3	54
nor4	26
o211ai	27
o21a	15
o21ai	181
o21bai	26
o221ai	23
o22ai	26
o31ai	15
xnor2	97
xor2	24
Power figures rest on the tool's default switching activity, not on a simulated workload.
