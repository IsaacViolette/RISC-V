**./design.v**
```verilog
module P2_IDEX(
	input wire Branch,
	input wire MemRead,
	input wire MemtoReg,
	input wire [6:0]ALUOp,
	input wire MemWrite,
	input wire ALUSrc,
	input wire RegWrite,
	input wire [31:0]pc,
	input wire [31:0]rd1,
	input wire [31:0]rd2,
	input wire [31:0]inst1,
	input wire [3:0]inst2,
	input wire [4:0]inst3,
	input wire [4:0]IFIDrs1,
	input wire [4:0]IFIDrs2,
	input wire JALR,
	input flush,
	input clk,
	output wire Branch_out,
	output wire MemRead_out,
	output wire MemtoReg_out,
	output wire [6:0]ALUOp_out,
	output wire MemWrite_out,
	output wire ALUSrc_out,
	output wire RegWrite_out,
	output wire [31:0]pc_out,
	output wire [31:0]rd1_out,
	output wire [31:0]rd2_out,
	output wire [31:0]inst1_out,
	output wire [3:0]inst2_out,
	output wire [4:0]inst3_out,
	output wire [4:0]IFIDrs1_out,
	output wire [4:0]IFIDrs2_out,
	output wire JALR_out
);
	reg Branch_pipe;
	reg MemRead_pipe;
	reg MemtoReg_pipe;
	reg [6:0]ALUOp_pipe;
	reg MemWrite_pipe;
	reg ALUSrc_pipe;
	reg RegWrite_pipe;
	reg [31:0]pc_pipe;
	reg [31:0]rd1_pipe;
	reg [31:0]rd2_pipe;
	reg [31:0]inst1_pipe;
	reg [3:0]inst2_pipe;
	reg [4:0]inst3_pipe;
	reg [4:0]IFIDrs1_pipe;
	reg [4:0]IFIDrs2_pipe;
	reg JALR_pipe;
always @(posedge clk) begin
	if(flush) begin
		Branch_pipe <= 0;
		MemRead_pipe <= 0;
		MemtoReg_pipe <= 0;
		ALUOp_pipe[6:0] <= 0;
		MemWrite_pipe <= 0;
		ALUSrc_pipe <= 0;
		RegWrite_pipe <= 0;
		pc_pipe <= 0;
		rd1_pipe <= 0;
		rd2_pipe <= 0;
		inst1_pipe <= 0;
		inst2_pipe <= 0;
		inst3_pipe <= 0;
		IFIDrs1_pipe <= 0;
		IFIDrs2_pipe <= 0;
		JALR_pipe <= 0;
	end
	else begin
		Branch_pipe <= Branch;
		MemRead_pipe <= MemRead;
		MemtoReg_pipe <= MemtoReg;
		ALUOp_pipe[6:0] <= ALUOp[6:0];
		MemWrite_pipe <=MemWrite;
		ALUSrc_pipe <= ALUSrc;
		RegWrite_pipe <= RegWrite;
		pc_pipe <= pc;
		rd1_pipe <= rd1;
		rd2_pipe <= rd2;
		inst1_pipe <= inst1;
		inst2_pipe <= inst2;
		inst3_pipe <= inst3;
		IFIDrs1_pipe <= IFIDrs1;
		IFIDrs2_pipe <= IFIDrs2;
		JALR_pipe <= JALR;
	end
	end
	assign  Branch_out = Branch_pipe;
	assign  MemRead_out = MemRead_pipe;
	assign  MemtoReg_out=MemtoReg_pipe;
	assign  ALUOp_out=ALUOp_pipe;
	assign  MemWrite_out = MemWrite_pipe;
	assign  ALUSrc_out=ALUSrc_pipe;
	assign  RegWrite_out=RegWrite_pipe;
	assign  pc_out=pc_pipe;
	assign  rd1_out=rd1_pipe;
	assign  rd2_out=rd2_pipe;
	assign  inst1_out=inst1_pipe;
	assign  inst2_out=inst2_pipe;
	assign  inst3_out=inst3_pipe;
	assign IFIDrs1_out = IFIDrs1_pipe;
	assign IFIDrs2_out = IFIDrs2_pipe;
	assign JALR_out = JALR_pipe;
endmodule 
```
**./run.sh**
```bash
#!/bin/bash
# OpenROAD 26Q1-2900-gdf79404cd8, Yosys 0.63+post, stock flow scripts
make -C /OpenROAD-flow-scripts/flow DESIGN_CONFIG=/design/flow/config.mk WORK_HOME=/design/flow/orfs finish
```
**./config.mk**
```make
export PLATFORM = sky130hd
export DESIGN_NAME = P2_IDEX
export DESIGN_NICKNAME = P2_IDEX
export VERILOG_FILES = /design/flow/design.v
export SDC_FILE = /design/flow/constraint.sdc
export NUM_CORES = 4
export LEC_CHECK = 1
export CORE_AREA = 10 10 170 170
export DIE_AREA = 0 0 180 180
```
**./constraint.sdc**
```tcl
current_design P2_IDEX

set clk_period 1.0
set clk_io_pct 0.2

create_clock -name clk0 -period $clk_period [get_ports {clk}]

set non_clock_inputs [all_inputs -no_clocks]
set_input_delay [expr $clk_period * $clk_io_pct] -clock clk0 $non_clock_inputs
set_output_delay [expr $clk_period * $clk_io_pct] -clock clk0 [all_outputs]
```
==> flow_summary.json <==
{
  "outcome": "finished with violations",
  "violations": "setup timing",
  "area_growth_pct": 71.5,
  "antenna_found_initial": 1,
  "postRouteAntennaNets": 0,
  "peakVddDrop_mv": 0.910,
  "coreArea_sq_um": 25200,
  "clockBufferDepth": 2,
  "start_kind": "flop",
  "drv_slew": 0,
  "rows": 58,
  "viasPerCell": 3.36,
  "post_drt_wl_per_cell_um": 15.3,
  "lay_top_count": "clkdlybuf4s50_1",
  "finalWeightedCongestion": 0.754,
  "fin_crit_ps": 1060,
  "crit_type": "reg -> out",
  "crit_chain": "buf_2",
  "holdWs_ps": 66.0,
  "portBuffers": 323,
  "synthesis.yosys.warnings": 1,
  "slowest_stage": "dfxtp_2",
  "drc": 0,
  "die_area_sq_um": 32400,
  "cts_num_sinks": 161,
  "synth-cells-yosys": 340,
  "postSynthSeqShare": 0.665,
  "dr.pass1.iters": 4,
  "switching_share": 0.223,
  "overflow": 0,
  "place.detailed.hpwl_mm": 12.7,
  "ys_chip_area_sq_um": 4850,
  "arrival_ps": 860,
  "leakage_uw": 0.00372,
  "ys_types": 8,
  "critPathMaxFanout": 1,
  "p_switching_uw": 3230,
  "timing.fmax_mhz": 946,
  "syn_avg_cell_area_sq_um": 14.3,
  "warnings": 27,
  "seqPwrFrac": 0.473,
  "combPwrFrac": 0.106,
  "drive_above_1_share": 0.463,
  "max_stage_delay_ps": 350,
  "cts-root-buf": "clkbuf_16",
  "setup_viol": 152,
  "critical_path_buf_inv_count": 1,
  "cts_buffers": 17,
  "worstMarginPinSlew_ps": 212,
  "grt_start_max_net_pins": 24,
  "slew_headroom": 0.858,
  "p_int_uw": 11200,
  "synth_area_sq_um": 4850,
  "tritoncts": "yes",
  "final_cell_mix": "clkdlybuf4s50_1, buf_2, dfxtp_1, nor2b_1, nor2b_2",
  "dp.cells": 997,
  "finalClockPeriodUsage": 1.06,
  "drt-initial-drc-count": 67,
  "powerDensity_nw_per_um2": 1740,
  "drv_cap": 0,
  "pin_count": 324,
  "hp-class": "in -> reg",
  "syn_inst": 340,
  "ys_ff": 161,
  "crit_path_end_kind": "primary output",
  "worstPathRequired_ps": 800,
  "setup_slack_ps": -56.8,
  "fp_util": 0.192,
  "fp.dieH_um": 180,
  "final_cells": 1029,
  "power.share.clock": 0.421,
  "grt_pass1_vias": 3781,
  "final-hold-violation-count": 0,
  "rsz0062_at_grt": "true",
  "grt_pass1_wl_mm": 23.8,
  "h-tree-depth": 4,
  "clk_pin_slew_ps": 70,
  "fp.dieW_um": 180,
  "wl_mm": 15.7,
  "vias": 3454,
  "crit_family": "flip-flops",
  "grt_usage": 0.0953
}
==> registers in the layout (all words and copies together), names as in the netlist <==
signal / cells
MemWrite_pipe: 1
pc_pipe: 32
rd2_pipe: 32
inst3_pipe: 5
inst1_pipe: 32
ALUSrc_pipe: 1
IFIDrs2_pipe: 5
RegWrite_pipe: 1
MemRead_pipe: 1
MemtoReg_pipe: 1
Branch_pipe: 1
ALUOp_pipe: 7
rd1_pipe: 32
inst2_pipe: 4
IFIDrs1_pipe: 5
JALR_pipe: 1
==> worst paths after layout <==
path                startpoint               to  slack (ps)  cells after the start
setup / recovery  rd2_pipe[23]      rd2_out[23]         -60                      1
hold / removal           flush  IFIDrs2_pipe[0]          70                      2
==> kinds of logic after synthesis <==
group | after synthesis | share of synthesized area
buffers and inverters | 18 | 0.0498
DFF | 161 | 0.665
and+or+nand+nor | 161 | 0.285
==> metrics by stage <==
step                      TNS [ps]   util  worst slack [ps]  total power [uW]  cell area (sq um)
final                        -2360  0.330             -56.8             14500               8310
after global routing         -9850  0.330              -108             15100               8310
after CTS                    -7870  0.328             -89.9             14800               8260
after detailed placement      -190  0.337             -50.8              8870               8500
after global placement        -186  0.337             -49.4              8860               8500
after floorplan                  0      -               239              7420               4850
==> metal layers <==
metal / track usage / vias up / share of wire
li1: - / 1715 / -
met1: 0.112 / 1510 / 0.40
met2: 0.152 / 216 / 0.46
met3: 0.0546 / 13 / 0.13
met4: 0.0122 / 0 / 0.014
met5: 0 / - / 0
==> power groups by stage <==
stage	combinational [uW]	clock (uW)	sequential, uW
CTS	1570	6400	6830
global route	1680	6600	6870
finish	1530	6090	6840
==> cell type report <==
| cell class | instances | area (sq um) |
|---|---|---|
| Antenna cell | 1 | 2.50 |
| Clock buffer | 19 | 453 |
| Clock inverter | 12 | 100 |
| Fill cell | 2553 | 16900 |
| Multi-Input combinational cell | 161 | 1380 |
| Sequential cell | 161 | 3250 |
| Tap cell | 330 | 413 |
| Timing Repair Buffer | 345 | 2710 |
==> repair_timing <==
| item | in CTS | in global routing |
|---|---|---|
| buffers inserted | 0 | 0 |
| endpoints found under the setup margin | 161 | 161 |
| hold buffers | 0 | 0 |
| gates resized | 535 | 18 |
==> Yosys cell counts, drive strengths merged <==
cell type | number | area [sq um]
nor2b | 161 | 1380
dfxtp | 161 | 3220
buf | 18 | 241
Power is estimated from default activity; no workload was simulated.
