$ cat /design/flow/design.v
module registerfile(
	input wire [4:0] read_address_1,
	input wire [4:0] read_address_2,
	input wire [31:0] write_data_in,
	input wire [4:0] write_address,
	input wire WriteEnable,
	input wire reset,
	input wire clock,
	input wire [4:0] read_address_debug,
	input wire clock_debug,
	output reg [31:0] data_out_1,
	output reg [31:0] data_out_2,
	output reg [31:0] data_out_debug);
	reg [31:0] register [31:0];
	integer i;
	initial begin
		for(i = 0; i < 32; i=i+1) begin
			register[i] = 0;
		end
		register[2] = 2147479548;
	end
	always @(posedge clock) begin
		data_out_1[31:0] <= register[read_address_1];
		data_out_2[31:0] <= register[read_address_2];
		if(reset == 1'b1) begin
			for(i = 0; i < 32; i=i+1) begin
			register[i] = i;
			end
		end
		if((WriteEnable == 1'b1) && (write_address != 0)) begin
			register[write_address] <= write_data_in;
		end
	end
	always @(posedge clock_debug) begin
		data_out_debug[31:0] <= register[read_address_debug];
	end
endmodule
$ cat /design/flow/run.sh
#!/bin/bash
# OpenROAD 26Q1-2900-gdf79404cd8, Yosys 0.63+post, stock flow scripts
make -C /OpenROAD-flow-scripts/flow DESIGN_CONFIG=/design/flow/config.mk WORK_HOME=/design/flow/orfs finish
$ cat /design/flow/config.mk
export PLATFORM = sky130hd
export DESIGN_NAME = registerfile
export DESIGN_NICKNAME = registerfile
export VERILOG_FILES = /design/flow/design.v
export SDC_FILE = /design/flow/constraint.sdc
export NUM_CORES = 4
export LEC_CHECK = 1
export CORE_UTILIZATION = 30
$ cat /design/flow/constraint.sdc
current_design registerfile

set clk_period 19.2
set clk_io_pct 0.2

create_clock -name clk0 -period $clk_period [get_ports {clock}]
create_clock -name clk1 -period $clk_period [get_ports {clock_debug}]

set non_clock_inputs [all_inputs -no_clocks]
set_input_delay [expr $clk_period * $clk_io_pct] -clock clk0 $non_clock_inputs
set_output_delay [expr $clk_period * $clk_io_pct] -clock clk0 [all_outputs]
==> COMMIT_EDITMSG <==
Refresh implementation metrics

- Result of the run: finished, final reports clean
- Number of max-cap violations: 0
- OpenROAD warnings: 28
- Pin count of the biggest net entering global routing: 93
- Placed wire-length estimate after detailed placement: ~150 mm
- Counting pins that exceed their max-slew limit in the final report gives 0.
* Proportion of synthesized flip-flops having asynchronous set or reset: 0%
* Post-cts hold buffer count: 0
- The stat command in Yosys gives a chip area of about 67000 um^2.
* Worst hold path type: flip-flop to flip-flop
- FF+latch count, synth: approximately 1100
- Tally of filler cells in the layout: 21100
* Antenna viol nets, final: 0
* Number of synthesis warnings: 1
* Overall routed net length: ~270 mm
- Proportion of synthesized chip area in sequential cells: between 40% and 50%
- Per the detail_route report, vias per standard cell equal around 5.6.
- After detailed routing, the average wire length per cell comes to approximately 30 um.
* Leading post-synthesis cells by instance count: mux2i_1, edfxtp_1, and2_1
- Residual DRC count: 0
- The synthesized netlist contains 28 unique library cells.
- The data required time reported for the critical path is 19.45 ns.
- The floorplan step records an initial core utilization of roughly 30%.
- Worst setup SP type: input pin
* TritonCTS clock tree: built
- Leading cell type by number of instances after synthesis: mux2i_1
- Pre-Repair DR Iteration Count: 6
- The tree built by TritonCTS fans out to around 1100 sinks.
* Cell total in the yosys stat output: 5872
* CP Max Fanout: 38
- Remaining global-route overflow: 0
* Unrepaired setup endpoints after global routing: no
- The initial antenna violation count was 25.
- Number of top-level pins: about 150
- Leakage power summed over all cells: 29.4 nW
- The number of global-route vias before repair was approximately 50000.
* Height of the chip: 473 um
- Dividing the synthesized area by the synthesized cell count gives ~11 um^2.
* Worst clock skew: between 0.02 and 0.025 ns
* Category of the most critical setup path: input pin to flip-flop
- The first global-routing pass estimated 376 mm of wire.
* Cells after synthesis: 5872
- Dominant synthesized flop cell: edfxtp_1
- The mapped netlist covers ~67000 um^2.
- Top cells by area, synth: edfxtp_1, mux2i_1, and2_1
- In this run the VDD rail shows a maximum IR drop of 0.0792 mV.
- Buffers added to address setup during post-CTS repair amount to 0.
* Final core occ: 34.1%
- For the pin with the worst max-slew slack, the measured transition is between 1 and 1.5 ns.
* Synth area leader: edfxtp_1
- Arrival time at the worst endpoint: about 7.5 ns
- The routed layout has 49700 vias.
- The floorplan has roughly 170 rows.
- From left edge to right edge, the die measures ~470 um.
- At the end of routability-driven placement, the weighted congestion stood at between 0.9 and 1.
* Count of port buffers added during placement: around 150
- After clock tree synthesis, the repair step resized 0 gates.
- For the final routed database, the setup TNS stands at 0 ns.
- The core region is between 200000 and 250000 um^2.
- Number of flops mapped to enable cells by yosys: 1024
- Relative to the synthesized area, the layout overhead comes to 12.6%.
- Detailed-route iteration 0 reported a violation count of 4300.
* GRT Util Overall: around 25%
* Die outline area: between 200000 and 250000 um^2
* Fraction of final layout cells sized beyond drive strength 1: under 10%
- Kind of end point of the critical path: flip-flop
- On the worst setup and hold paths after CTS, the clock-pin slew comes to about 0.10 ns.
- Slew headroom: about 23%
- Final tally of setup violations: 0
* Final Hold Fails: 0
- The top cell type by area accounts for 46.2% of the synthesized area.
* PwrDens: between 80 and 90 nW/um^2
==> kinds of logic after synthesis <==
logic type      Yosys count  synth area share, %
simple gates           1763                 14.7
mux                    1536                 23.1
flops                  1120                 49.0
compound gates          864                 8.83
buf+inv                 588                 4.35
other cells               1              0.00563
==> power by group <==
group | switching, W | internal, W
clock | 0.00108 | 0.00138
combinational | 0.000585 | 0.000347
sequential | 0.000134 | 0.00283
==> worst paths after layout <==
| kind | from | to | slack [ns] | cells after the start |
|---|---|---|---|---|
| hold reg to reg | register[25][15] | data_out_1[15] | 0.66 | 4 |
| hold / removal | register[25][15] | data_out_1[15] | 0.66 | 4 |
| max in group clk0 | read_address_2[0] | data_out_2[16] | 12.19 | 9 |
| min in group clk1 | register[18][5] | data_out_debug[5] | 1.04 | 4 |
| setup / recovery | read_address_debug[2] | data_out_debug[27] | 11.99 | 9 |
| setup reg to reg | register[7][18] | data_out_debug[18] | 17.28 | 5 |
==> metal layers <==
layer	part of all wire [%]	wire (um)	vias to the layer above	GRT usage, %
met5	0.14	388	-	0.887
met4	6.2	16700	26	12.3
met3	15	39800	783	14.4
met2	44	119000	3195	36.3
met1	35	95300	24100	28.9
li1	-	-	21700	-
==> metrics by stage <==
stage / area [um^2] / hold slack (ns) / instances / setup WS [ns] / total power (W)
floorplan: 66700 / 0.603 / 5903 / 13.64 / 0.00350
global placement: 70900 / 0.642 / 8624 / 11.62 / 0.00392
detailed placement: 70900 / 0.646 / 8624 / 11.63 / 0.00392
CTS: 75000 / 0.655 / 8862 / 12.15 / 0.00636
global route: 75000 / 0.704 / 8868 / 12.00 / 0.00652
finish: 75000 / 0.656 / 8881 / 11.99 / 0.00636
==> cell usage in the layout, fill, tap and decap left out, types with 2 or more instances in the layout <==
cell type / n
a22oi_1: 288
a21oi_1: 288
buf_4: 196
conb_1: 32
diode_2: 19
or3b_1: 3
clkinvlp_4: 2
nand3b_2: 2
nor3_1: 96
nand2b_2: 6
clkinv_2: 19
nand3_1: 289
a22o_1: 192
and2_4: 3
nand2_1: 289
clkbuf_16: 126
buf_12: 5
buf_8: 3
dfxtp_1: 96
clkbuf_1: 49
nor2_4: 33
nor2b_4: 6
edfxtp_1: 1024
clkinv_1: 5
clkdlybuf4s50_1: 146
or3_1: 81
a31oi_1: 96
mux2i_1: 1536
nand3b_1: 3
and2_1: 912
or2_2: 34
nand2_2: 3
bufinv_16: 5
inv_6: 3
clkbuf_8: 26
clkinv_8: 2
==> worst max-delay path, cell delays in order <==
cell and delay, ns:
clkdlybuf4s50_1 0.67, nor2b_4 0.20, buf_4 0.65, buf_4 0.65
buf_4 0.56, a22o_1 0.20, nor3_1 0.04, a31oi_1 0.43
nand3_1 0.14
==> sequential cells by signal, summed over array words and instances, names as in the netlist <==
register / flops
register: 1024
data_out_1: 32
data_out_2: 32
data_out_debug: 32
==> final cells by class <==
type	count	area [um^2]	share of cell area (%)
Antenna cell	19	47.5	0.0634
Clock buffer	201	3690	4.93
Clock inverter	37	358	0.477
Multi-Input combinational cell	4195	31500	41.9
Sequential cell	1120	32700	43.6
Tap cell	2958	3700	4.93
Timing Repair Buffer	351	3080	4.11
Power figures rest on the tool's default switching activity, not on a simulated workload.
